<file path="flow/design.v">
module Exercise1 #(parameter ADDR_WIDTH=10,
                   parameter DATA_WIDTH=8)
            (rst_n,clk,start,ADDR,DATA,MAX,MIN,done, min_temp, max_temp, value_temp);
  input   logic rst_n;  
  input   logic clk;    
  input   logic start;
  output   logic [ADDR_WIDTH-1:0]ADDR;
  input   logic [DATA_WIDTH-1:0]DATA;
  output    logic [DATA_WIDTH-1:0]MIN;
  output   logic [DATA_WIDTH-1:0]MAX;
  output   logic done;
  output  logic [7:0]min_temp;
  output  logic [7:0]max_temp;
  output  logic [7:0]value_temp;
  logic lt_1024;
  logic comp_max;
  logic comp_min;
  logic count_rst;
  logic count_ld;
  logic value_rst;
  logic  value_ld;
  logic max_rst;
  logic max_update;
  logic max_ld;
  logic min_ld;
  logic min_set;
  logic min_update;
  logic [9:0]count_temp;
  logic [7:0]value_reg_out;
  logic [7:0]max_temp_out;
  logic [7:0]min_temp_out;
  assign min_temp= min_temp_out;
  assign max_temp= max_temp_out;
  assign value_temp= value_reg_out;
  register #(10) count_reg (.rst(count_rst),
	  		    .en(count_ld),
			    .set(1'b0),
			    .clk(clk),
			    .D(count_temp),
			    .Q(ADDR));
  adder #(10) adder_countup_1 (.A(ADDR),
                      .S(count_temp));
  register #(8) value_reg (.rst(value_rst),
                    .en(value_ld),
                    .set(1'b0),
                    .clk(clk),
                    .D(DATA),
                    .Q(value_reg_out));
  register #(8) max_temp_reg (.rst(max_rst),
                    .en(max_update),
                    .set(1'b0),
                    .clk(clk),
                    .D(value_reg_out),
                    .Q(max_temp_out));
  register #(8) min_temp_reg (.rst(1'b0),
                    .en(min_update),
                    .set(min_set),
                    .clk(clk),
                    .D(value_reg_out),
                    .Q(min_temp_out));
  register #(8) max_reg (.rst(max_rst),
                    .en(max_ld),
                    .set(1'b0),
                    .clk(clk),
                    .D(max_temp_out),
                    .Q(MAX));    
   register #(8) min_reg (.rst(max_rst),
                    .en(min_ld),
                    .set(1'b0),
                    .clk(clk),
                    .D(min_temp_out),
                    .Q(MIN));  
  compare_A_lt_B #(8)  compare_min  (.A(min_temp_out),
                          .B(value_reg_out),
                          .A_lt_B(comp_min));
  compare_A_lt_B #(8)  compare_max  (.B(value_reg_out),
                          .A(max_temp_out),
                          .A_lt_B(comp_max));                   
  compare_A_lt_B #(10)  compare_1024    (.A( ADDR),
                            .B(10'd1023),
                            .A_lt_B(lt_1024));    
  FSM       fsm  (.rst_n(rst_n),
             .clk(clk),
             .start(start),
             .lt_1024(lt_1024),
             .comp_max(comp_max),
             .comp_min(comp_min),
             .count_rst(count_rst),
             .count_ld(count_ld),
             .value_rst(value_rst),
             .value_ld(value_ld),
             .max_rst(max_rst),
             .max_update(max_update),
             .max_ld(max_ld),
             .min_ld(min_ld),
             .min_set(min_set),
             .min_update(min_update),
             .done(done));
endmodule
module FSM( input logic rst_n, 
				input logic clk, 
				input logic start, 
				input logic lt_1024, 
				input logic comp_max, 
				input logic comp_min, 
				output logic count_rst, 
				output logic count_ld, 
				output logic value_rst, 
				output logic value_ld, 
				output logic max_rst, 
				output logic max_update, 
				output logic max_ld,
				output logic min_ld, 
				output logic min_set, 
				output logic min_update, 
				output logic done );
  parameter [2:0]  S0 =4'd0, 
	  	   S1 =4'd1, 
		   S2 =4'd2, 
		   S3 =4'd3, 
		   S4 =4'd4, 
		   S5 =4'd5, 
		   S6 =4'd6, 
		   S7 =4'd7; 
	 reg [2:0] state, next_state;
  always_ff @(posedge clk or negedge rst_n )
  begin
    if (!rst_n)    
      state <= S0;
    else
      state <= next_state;
  end
  always @(state or  start or lt_1024 or comp_max or comp_min )
  begin
    case (state)
      S0: if (start)  next_state = S1;
          else        next_state = S0;
      S1: next_state = S2;
      S2: if (lt_1024) next_state = S3;
          else         next_state = S7;
      S3: if (comp_min && comp_max) next_state = S4; 
          else if (!comp_min && !comp_max) next_state = S5; 
          else if (!comp_min && comp_max) next_state = S6; 
          else next_state = S2;  
      S4: next_state = S2;
      S5: next_state = S2;
      S6: next_state = S2;
      S7: next_state = S0;
    endcase
  end
  always @(state)
  begin
    count_rst = 1'b0;
    count_ld = 1'b0;
    value_rst = 1'b0;
    value_ld = 1'b0;
    max_rst = 1'b0;
    max_update = 1'b0;
    max_ld = 1'b0;
    min_set = 1'b0;
    min_ld = 1'b0;
    min_update = 1'b0;
    done = 1'b0;
    case (state)
      S0: begin
           count_rst = 1'b0;
           count_ld = 1'b0;
           value_ld = 1'b0;
           value_rst = 1'b0;
           max_rst = 1'b0;
           max_update = 1'b0;
           max_ld = 1'b0;
           min_ld = 1'b0;
           min_set = 1'b0;
           min_update = 1'b0;
           done = 1'b0;
         end
      S1: begin  
           count_rst = 1'b1; 
           count_ld = 1'b0;
           value_ld = 1'b0;
           value_rst = 1'b1;  
           max_rst = 1'b1; 
           max_update = 1'b0;
           min_ld = 1'b0;
           min_set = 1'b1; 
           min_update = 1'b0;
           max_ld = 1'b0;
           done = 1'b0;
         end
      S2: begin  
           count_rst = 1'b0;
           count_ld = 1'b0;
           value_ld = 1'b1;
           value_rst = 1'b0;
           max_rst = 1'b0;
           max_update = 1'b0;
           min_ld = 1'b0;
           min_set = 1'b0;
           min_update = 1'b0;
           max_ld = 1'b0;
           done = 1'b0;
         end
      S3: begin  
           count_rst = 1'b0;
           count_ld = 1'b1;   
           value_ld = 1'b1;  
           value_rst = 1'b0;
           max_rst = 1'b0;
           max_update = 1'b0;
           min_ld = 1'b0;
           min_set = 1'b0;
           min_update = 1'b0;
           max_ld = 1'b0;
           done = 1'b0;
         end
      S4: begin    
           count_rst = 1'b0;
           count_ld = 1'b0;
           value_ld = 1'b0;
           value_rst = 1'b0;
           max_rst = 1'b0;
           max_update = 1'b1;
           min_ld = 1'b0;
           min_set = 1'b0;
           min_update = 1'b0;
           max_ld = 1'b0;
           done = 1'b0;
         end
      S5: begin
           count_rst = 1'b0;
           count_ld = 1'b0;
           value_ld = 1'b0;
           value_rst = 1'b0;
           max_rst = 1'b0;
           max_update = 1'b0;
           min_ld = 1'b0;
           min_set = 1'b0;
           min_update = 1'b1;
           max_ld = 1'b0;
           done = 1'b0;
         end
      S6: begin
           count_rst = 1'b0;
           count_ld = 1'b0;
           value_ld = 1'b0;
           value_rst = 1'b0;
           max_rst = 1'b0;
           max_update = 1'b1;
           min_ld = 1'b0;
           min_set = 1'b0;
           min_update = 1'b1;
           max_ld = 1'b0;
           done = 1'b0;
         end
      S7: begin
           count_rst = 1'b0;
           count_ld = 1'b0;
           value_ld = 1'b0;
           value_rst = 1'b0;
           max_rst = 1'b0;
           max_update = 1'b0;
           min_ld = 1'b1;
           min_set = 1'b0;
           min_update = 1'b0;
           max_ld = 1'b1;
           done = 1'b1;
         end
    endcase
  end
endmodule
module adder #(parameter WIDTH=10)
            (A,S);
  input   logic [WIDTH -1:0]A;
  output   logic [WIDTH -1:0]S;
     assign S=A+ 10'd1;
endmodule
module compare_A_lt_B #(parameter WIDTH=8)
            (A,B,A_lt_B);
  input   logic [WIDTH -1:0]A;
  input   logic [WIDTH -1:0]B;
  output   logic A_lt_B;
  always_comb
    begin  
      if (A<B)
        A_lt_B =1;
      else 
	A_lt_B =0;
	end
endmodule
module register #(parameter WIDTH=8)
            (rst, set, en, clk, D, Q);
  input   logic rst;
  input   logic set;
  input   logic en;
  input   logic clk;    
  input   logic [WIDTH-1:0] D;
  output  logic [WIDTH-1:0] Q;
  always_ff @(posedge clk) begin  
      if (rst)
        Q <= 0;
      else if (set)
        Q <= 'hFF;
      else if (en)
        Q <= D;
    end
endmodule
</file>
<file path="flow/run.sh">
#!/bin/bash
# OpenROAD 26Q1-2900-gdf79404cd8, Yosys 0.63+post, stock flow scripts
make -C /OpenROAD-flow-scripts/flow DESIGN_CONFIG=/design/flow/config.mk WORK_HOME=/design/flow/orfs finish
</file>
<file path="flow/constraint.sdc">
current_design Exercise1

set clk_period 3.6
set clk_io_pct 0.2

create_clock -name clk0 -period $clk_period [get_ports {clk}]

set non_clock_inputs [all_inputs -no_clocks]
set_input_delay [expr $clk_period * $clk_io_pct] -clock clk0 $non_clock_inputs
set_output_delay [expr $clk_period * $clk_io_pct] -clock clk0 [all_outputs]
</file>
<file path="flow/config.mk">
export PLATFORM = sky130hd
export DESIGN_NAME = Exercise1
export DESIGN_NICKNAME = Exercise1
export VERILOG_FILES = /design/flow/design.v
export SDC_FILE = /design/flow/constraint.sdc
export NUM_CORES = 4
export LEC_CHECK = 1
export CORE_UTILIZATION = 30
</file>
==> summary.txt <==
yosys + openroad results -> status finished, final reports clean, clk sinks 53, final WL 5370 um, WHS 458 ps, Ports 62, max frequency 349 MHz, GRT overflow 0, Slowest Stage Delay on Critical Path 470 ps, Syn Std Cell Area 2300 sq um, DR DRC count 0, Hold Path Depth 2, crit-path max FO 17, Placer Congestion 0.773, Mapped Cells 239, Worst-Skew Late Latency 300 ps, most frequent cells in the layout clkdlybuf4s50_1 (61), dfxtp_1 (50), nand2_1 (38), Syn. warnings 5, Post-CTS Setup Bufs 0, Fillers 700, syn_area_per_cell 9.61 sq um, # Cells Yosys 239, unrepaired setup endpoints after global routing false, Post-DRT Antenna Nets 0, total die size 8010 sq um, H-Tree Depth 2, Worst VDD drop 0.000353 V, critical path cell sequence ha_1, nand2_1, clkinv_1, clkdlybuf4s50_1, DPL Wire Length 4040 um, fin util 42.1%, Max Cap Viol 0, first-pass GRT wire length 8850 um, crit path kind reg2out, final hold violation count 0, TritonCTS buffer count 5, total track usage 14.6%, Synth async-reset ratio 5.66%, crit path DAT 2140 ps, Power Dens Cells 809 nW/um^2, slew margin rel. 50.7%, CORE AREA 7330 sq um, R2R Setup Slk 1430 ps, Post-synth EDFFs 0, Registers, synthesis 53, TritonRoute pass-1 iters 4, setup total negative slack 0 ps, min cycle time layout 2860 ps, distinct lib cells 41, largest net degree at the start of global routing 21, vias in the first global route 1,790, CTS tree done, # setup viols final 0, Max Slew Vio Count 0, Worst-path clk slew 90 ps, Synth Seq Share 46.8%, slowest CP cell nand2_1, critical path required time 2880 ps, Initial DRC Count 89, die width 89.5 um, initial antenna violation count 0, Clock Tree Buf Depth 2, skew final 3.46 ps, fp_density 31.3%, Setup crit end kind output pin, most instantiated logic cell after routing clkdlybuf4s50_1, Hold Buf Count CTS 0, reg2reg path depth 8, Root Buffer clkbuf_8, Port Buffers 61, die height 89.5 um, num rows 31, top_reg_cell synth dfxtp_1, Area Growth Syn to Fin 34.4%, worst slew pin tran 738 ps, Resized Gates After CTS 0, startpoint type of the worst setup path register, OpenROAD warning count 28, diode count 0, fin crit share 79.5%, via count 1,898, wire per inst 13.4 um, Hold WC Path Type reg2reg, Leak Pwr 1.21 nW, share of cells above drive strength 1 5.00%, Chip Area, Yosys 2300 sq um, Vias per Instance 4.76
registers in the layout, indices dropped and copies added (netlist names):
signal	count
count_reg.Q	10
max_reg.Q	8
value_reg.Q	8
min_reg.Q	8
max_temp_reg.Q	8
fsm.state	3
min_temp_reg.Q	8
layout make-up:
class | instances | area (sq um) | area share (%)
sequential | 53 | 1080 | 34.9
clock buffer | 6 | 72.6 | 2.35
clock inverter | 2 | 13.8 | 0.446
multi-input combinational | 164 | 1130 | 36.6
timing repair buffer | 63 | 626 | 20.3
tap | 99 | 124 | 4.01
inverter | 12 | 45.0 | 1.46
synthesized netlist by cell type, types with 2 or more instances:
cell type,count,area [sq um]
nor2_1,8,30.0
nor2b_1,2,12.5
ha_1,20,250
nand2b_1,2,12.5
nand4_1,3,18.8
dfxtp_1,50,1000
a21o_1,5,37.5
clkbuf_1,5,18.8
o21ai_0,5,25.0
o211ai_1,2,15.0
o21bai_1,2,15.0
o22a_1,8,70.1
xnor2_1,3,26.3
a21oi_1,24,120
dfrtp_1,3,75.1
nand2_1,38,143
nor3_1,2,10.0
inv_1,11,41.3
a211oi_1,2,15.0
buf_2,4,20.0
a22o_1,18,158
xor2_1,3,26.3
critical path, delay by kind of cell, from the launching register on:
| family | cells | cell delay [ps] |
|---|---|---|
| buf+inv | 2 | 600 |
| fa+ha+maj | 1 | 330 |
| simple gates | 1 | 470 |
| flops | 1 | 450 |
routing by layer:
metal	GRT usage, %	share of wire (%)	up-vias
met4	1.73	1.3	0
met5	0	0	-
met3	1.97	3.9	6
met2	21.2	44	37
li1	-	-	971
met1	24.5	51	884
worst paths after layout:
kind,to,from
setup / recovery,done,fsm.state[0]
min in group asynchronous,fsm.state[0],rst_n
hold / removal,min_reg.Q[4],min_reg.Q[4]
hold reg to reg,min_reg.Q[4],min_reg.Q[4]
setup reg to reg,fsm.state[1],value_reg.Q[6]
max in group asynchronous,fsm.state[2],rst_n
power by group:
group	leakage (nW)	total [mW]	switching, mW	internal, mW
Clock	0.0456	0.336	0.196	0.139
Combinational	0.717	1.14	0.462	0.673
Sequential	0.446	1.03	0.235	0.791
metrics by stage:
step	instance area [sq um]	instances	total power, mW	setup WS [ps]
floorplan	2300	239	1.61	1570
global placement	3000	391	2.17	1060
detailed placement	3000	391	2.18	1050
CTS	3090	399	2.53	706
global route	3090	399	2.73	576
finish	3090	399	2.50	737
kinds of logic after synthesis:
family / Yosys count / synth area share (%)
fa+ha+maj: 20 / 10.9
simple gates: 67 / 14.2
xor+xnor: 6 / 2.29
compound gates: 70 / 21.4
buf+inv: 22 / 3.98
mux: 1 / 0.490
flops: 53 / 46.8
Power is estimated from default activity; no workload was simulated.
